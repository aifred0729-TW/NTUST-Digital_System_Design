**design/flow/run.sh**
```bash
#!/bin/bash
# OpenROAD 26Q1-2900-gdf79404cd8, Yosys 0.63+post, stock flow scripts
make -C /OpenROAD-flow-scripts/flow DESIGN_CONFIG=/design/flow/config.mk WORK_HOME=/design/flow/orfs finish
```
**design/flow/config.mk**
```make
export PLATFORM = sky130hd
export DESIGN_NAME = ledLightning
export DESIGN_NICKNAME = ledLightning
export VERILOG_FILES = /design/flow/design.v
export SDC_FILE = /design/flow/constraint.sdc
export NUM_CORES = 4
export LEC_CHECK = 1
export CORE_AREA = 10 10 70 70
export DIE_AREA = 0 0 80 80
```
**design/flow/constraint.sdc**
```tcl
current_design ledLightning

set clk_period 2.0
set clk_io_pct 0.2

create_clock -name clk0 -period $clk_period [get_ports {clk}]

set non_clock_inputs [all_inputs -no_clocks]
set_input_delay [expr $clk_period * $clk_io_pct] -clock clk0 $non_clock_inputs
set_output_delay [expr $clk_period * $clk_io_pct] -clock clk0 [all_outputs]
```
**design/flow/design.v**
```verilog
module ledLightning(clk, Led);
input clk;
output [9:0] Led;
reg [9:0]Led;
reg direction;
initial
begin
	 Led[9:1] <= 9'b0;
	 Led[0] <= 1'b1;
	 direction <= 1'b1;
end
always@(posedge clk)
begin
	 if(Led[1] && !direction)
		 direction <= 1'b1;
	 if(Led[8] && direction)
		 direction <= 1'b0;
end
always@(posedge clk)
begin
	 if(direction)
	 begin
		 Led[0] <= Led[9];
		 Led[1] <= Led[0];
		 Led[2] <= Led[1];
		 Led[3] <= Led[2];
		 Led[4] <= Led[3];
		 Led[5] <= Led[4];
		 Led[6] <= Led[5];
		 Led[7] <= Led[6];
		 Led[8] <= Led[7];
		 Led[9] <= Led[8];
	 end
	 else begin
		 Led[8] <= Led[9];
		 Led[7] <= Led[8];
		 Led[6] <= Led[7];
		 Led[5] <= Led[6];
		 Led[4] <= Led[5];
		 Led[3] <= Led[4];
		 Led[2] <= Led[3];
		 Led[1] <= Led[2];
		 Led[0] <= Led[1];
		 Led[9] <= Led[0];
	 end
end
endmodule
```
==> results_dict.tcl <==
# implementation run metrics
set metrics [dict create \
    p_switching_uw 65.4 \
    dieArea_um2 6400 \
    whs_ns 0.484 \
    holdCritPathClass "reg2reg" \
    intPower_uw 296 \
    power.total_uw 361 \
    cts-root-buf "clkbuf_4" \
    crit_arrival_ns 1.15 \
    numSynthFlops 11 \
    numCtsBuffers 3 \
    vias_per_cell 2.65 \
    fill_cells 385 \
    wl_um 768 \
    place_ws_ns 0.702 \
    seq_area_frac_synth 0.571 \
    finalClockSkew_ns 0.00440 \
    path_clk_slew_ns 0.06 \
    path_depth 1 \
    fp_util 0.113 \
    syn_area_um2 385 \
    fin_crit_ns 1.55 \
    grt_max_degree 13 \
    slew_headroom 0.592 \
    postPlaceCellArea_um2 532 \
    ff_type "dfxtp_1" \
    rows 21 \
    rsz0062_at_grt "no" \
    antenna_cells 0 \
    grt_pass1_wl_mm 1.24 \
    cp_slowest_cell "clkdlybuf4s50_1" \
    hold_violations 0 \
    end_kind "primary output" \
    yosys_cells 26 \
    cts_setup_buffers 0 \
    grt_overflow 0 \
    worstSetupPathType "reg2out" \
    grt_antenna_before_repair 0 \
    postCtsResizedCells 0 \
    p_sw_frac 0.181 \
    fin_area_um2 558 \
    die_h_um 80 \
    startpoint_type "flip-flop" \
    port_buffers 10 \
    path_buffers 1 \
    syn_area_per_cell_um2 14.8 \
    final-comb-area_um2 150 \
    warnings 25 \
    slew_viol_final 0 \
    grt_pass1_vias 232 \
    hpwl_um 602 \
    track_usage 0.0260 \
    clkLatencyLatePin_ns 0.26 \
    async_reset_ff_frac 0 \
    max-vdd-ir-drop_uv 173 \
    cpPeakStageDelay_ns 0.50 \
    p_leak_uw 0.000192 \
    period_used_share 0.777 \
    synthTopCellsByCount "dfxtp_1, mux2_4, nand2_1" \
    clock_tree.buffer_depth 2 \
    seqPwrFrac 0.606 \
    worstMarginPinSlew_ns 0.611 \
    core_um2 3420 \
    globalplace.congestion 0.708 \
    setup_viol 0 \
    top_area_cell "dfxtp_1" \
    setup_tns_ns 0 \
    area_growth_pct 44.8 \
    yosysTopAreaCellShare 0.571 \
    maxCapViolCount 0 \
    cts_hold_buf 0 \
    cp.required_ns 1.60 \
    ys_warn_count 1 \
    status "complete, no violations" \
    drc_errors 0 \
    detail_route.iter0.violations 16 \
    setup_slack_ns 0.445 \
    pin_count 11 \
    h-tree-depth 1 \
    ys_area_um2 385 \
    synth_cells 26 \
    num_vias 225 \
    hold_depth 2 \
    combPwrFrac 0 \
    top_cells_by_area "dfxtp_1, mux2_4, buf_6" \
    drive_gt1_frac 0.308 \
    path_delay_family "buffers and inverters" \
    p_clk_frac 0.394 \
    fmax_ghz 0.643 \
    power_density_nw_per_um2 647 \
    edf_count 0 \
    path_max_fanout 4 \
    rr_worst_depth 1 \
    postRouteAntennaNets 0 \
    routedWlPerCell_um 9.04 \
    synth_dominant_cell_count "dfxtp_1" \
    regArea_um2 220 \
    dr.pass1.iters 3 \
    dieWidth_um 80 \
    cp_cell_sequence "clkdlybuf4s50_1" \
    cts_num_sinks 11 \
    cts_tree "built" \
    synth.lib_cells_used.distinct 8 \
]
## power by group through the flow
| stage | combinational (uW) | sequential (uW) | clock (uW) |
|---|---|---|---|
| after CTS | 0.0000889 | 219 | 149 |
| after global routing | 0.0000889 | 219 | 164 |
| final | 0.0000889 | 219 | 142 |
## kinds of logic (layout without fill, tap and decap cells)
logic type | Yosys count | count (layout) | synth area share
multiplexers | 9 | 9 | 0.341
flip-flops | 11 | 11 | 0.571
AND-OR/OR-AND | 1 | 1 | 0.0130
buffers and inverters | 2 | 15 | 0.0389
AND/OR/NAND/NOR | 3 | 3 | 0.0357
## metrics by stage
step	util	cells
after detailed placement	0.156	81
final	0.163	85
after global routing	0.163	85
after floorplan	-	26
after CTS	0.163	85
after global placement	0.156	81
## state kept, by name, indices dropped and copies added, names as in the netlist
name	count
Led	10
direction	1
## metal layers
layer	part of all wire	GRT usage	up-vias
met2	0.36	0.0313	10
met4	0	0.00352	0
met5	0	0	-
li1	-	-	113
met1	0.43	0.0302	102
met3	0.21	0.0295	0
## cells in the final DEF, fill, tap and decap left out, drive strengths merged
cell,Yosys,routed
dfxtp,11,11
mux2,9,9
o21ai,1,1
inv,1,1
nand2,2,2
nand2b,1,1
clkdlybuf4s50,0,10
clkbuf,0,4
## worst paths after layout
path,from,endpoint,slack [ns]
min,Led[9]$_DFF_P_,Led[0]$_DFF_P_,0.48
max reg2reg,direction$_SDFFE_PP0P_,Led[1]$_DFF_P_,0.79
max,Led[8]$_DFF_P_,Led[8],0.45
min reg2reg,Led[9]$_DFF_P_,Led[0]$_DFF_P_,0.48
## layout make-up
type / count / share of cell area
repair buffers: 10 / 0.179
flip-flops and latches: 11 / 0.395
inverters: 1 / 0.00673
multi-input cells: 13 / 0.269
clock buffers: 4 / 0.0471
well taps: 46 / 0.103
Power is estimated from default activity; no workload was simulated.
