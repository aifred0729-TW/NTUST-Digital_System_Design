==> flow/design.v <==
module my_pll(clk_in, clk_out);
input clk_in;    
output clk_out;  
reg clk_out;
parameter counter_max = 1_000_000;
reg [19:0] current;
initial
begin
	 clk_out <= 1'b0;
	 current <= counter_max;
 end
always@(posedge clk_in)
begin
	 if(current == 0)
	 begin
		  current <= counter_max;
		  clk_out <= !clk_out;
	 end
	 else
		  current <= current - 1;
end
endmodule
==> flow/run.sh <==
#!/bin/bash
# OpenROAD 26Q1-2900-gdf79404cd8, Yosys 0.63+post, stock flow scripts
make -C /OpenROAD-flow-scripts/flow DESIGN_CONFIG=/design/flow/config.mk WORK_HOME=/design/flow/orfs finish
==> flow/config.mk <==
export PLATFORM = sky130hd
export DESIGN_NAME = my_pll
export DESIGN_NICKNAME = my_pll
export VERILOG_FILES = /design/flow/design.v
export SDC_FILE = /design/flow/constraint.sdc
export NUM_CORES = 4
export LEC_CHECK = 1
export CORE_AREA = 10 10 79 79
export DIE_AREA = 0 0 89 89
==> flow/constraint.sdc <==
current_design my_pll

set clk_period 8.9
set clk_io_pct 0.2

create_clock -name clk0 -period $clk_period [get_ports {clk_in}]

set non_clock_inputs [all_inputs -no_clocks]
set_input_delay [expr $clk_period * $clk_io_pct] -clock clk0 $non_clock_inputs
set_output_delay [expr $clk_period * $clk_io_pct] -clock clk0 [all_outputs]
==> qor.yml <==
run_status:
  status: "finished clean"
die:
  core_sq_mm: 0.00466
  die_area_sq_mm: 0.00792
  initCoreUtil_pct: 21.2
  rows: 25
  die_w_um: 89
  dieHeight_um: 89
  num_io_pins: 2
sta:
  post-route-min-period_ns: 2.84
  rsz0062_at_grt: "no"
  drv_slew: 0
  setup_violations: 0
  fin_skew_ns: 0.00467
  worstMarginPinSlew_ns: 0.640
  finalSetupTns_ns: 0
  timing.final.hold_violations: 0
  fin_crit_sh_pct: 32.0
  slew_headroom_pct: 57.0
  fmax_mhz: 352
synth:
  ys_sh_mux_pct: 0
  synthCells: 106
  ys_area_sq_um: 990
  ys_sh_aoi_pct: 5.31
  synth_cell_types: 32
  numSynthFlops: 21
  area_leaders: "dfxtp_1 (40%), nor2_1 (7.6%), xor2_1 (7.1%), xnor2_1 (4.4%), nor4_4 (4.3%)"
  syn-cell-area_sq_um: 990
  synth-warning-count: 1
  synth-edff-count: 1
  synthTopLogicFamily: "simple AND/OR/NAND/NOR gates"
  synth_area_leader_cell: "dfxtp_1"
  netlist.area_leader.share_pct: 40.5
  synth_seq_share_pct: 43.5
  ys_cells: 106
  avgSynthCellArea_sq_um: 9.34
  ys.flop_type: "dfxtp_1"
  simple_gate_share_pct: 34.9
  xor_share_pct: 11.5
  fa_ha_area_share_pct: 2.53
  async_flop_share_pct: 0
critical_path:
  critPathBufInv: 1
  critical_path.max_fanout: 2
  criticalPathCategory: "reg -> out"
  cp_slowest_cell: "clkdlybuf4s50_1"
  crit_arrival_ns: 1.06
  path_cells: "clkdlybuf4s50_1"
  crit_path_start_kind: "flip-flop"
  critPathMaxStageDelay_ns: 0.46
  required_ns: 7.12
  worst_setup_path_end_kind: "output pin"
  crit_family: "buffers and inverters"
route:
  drt_iter0_markers: 54
  route.detailed.drc: 0
  wire_per_inst_um: 10.5
  drtPass1Iterations: 4
  drtAntennaViolNets: 0
  routed_via_density: 4.52
  diodes: 0
  routed_wl_um: 1730
  routed-via-count: 741
clock_network:
  cts_inserted_buffers: 3
  cts_tree: "built"
  cts-hold-fix-buffers: 0
  clock-sinks: 21
  root_buffer: "clkbuf_8"
  cts_max_path_buffers: 2
  clkTransAtPathRegs_ns: 0.08
  cts_setup_buffers: 0
  htree_levels: 1
  clk_latency_ns: 0.26
  cts.repair.resized: 0
finish:
  final_util_pct: 23.7
  final-comb-area_sq_um: 537
  layout-drive-gt1-share_pct: 10.0
  area_delta_synth_final_pct: 11.8
  layout_top_cells: "nor2_1 (20), dfxtp_1 (20), xor2_1 (8)"
  flop_area_sq_um: 430
  num-fill-cells: 501
global_routing:
  overflow: 0
  grt_max_degree: 14
  grt_pass1_wl_um: 3080
  antenna_found_initial: 0
  grt_pass1_vias: 691
  grt_usage_pct: 4.77
placement:
  io_buffers: 1
  hpwlAfterDp_um: 1230
  place_congestion: 0.772
pwr:
  vdd_drop_max_v: 0.0000811
  leakagePower_nw: 0.451
  power.density_mw_per_mm2: 141
run:
  tool_warnings: 26
  cap_violations: 0
min_path:
  holdCritPathClass: "reg -> reg"
## kinds of logic (layout without fill, tap and decap cells)
logic type / after synthesis / after routing
DFF: 21 / 21
adders and majority gates: 2 / 2
xor gates and xnor gates: 13 / 13
AOI/OAI and AO/OA: 8 / 8
buffers and inverters: 5 / 9
and+or+nand+nor: 57 / 57
## area by class of cell
class	count	area share, %
repair buffers	1	0.905
flip-flops and latches	21	38.9
multi-input cells	80	48.5
clock inverters	1	0.452
clock buffers	3	3.73
inverters	4	1.36
well taps	54	6.11
## state kept, by name, indices dropped and copies added, names as in the netlist
| signal | cells |
|---|---|
| clk_out | 1 |
| current | 20 |
## through the flow
| step | power, mW | area, sq um | setup WS (ns) | cells | hold slack (ns) |
|---|---|---|---|---|---|
| after global routing | 0.163 | 1110 | 6.01 | 164 | 0.523 |
| after global placement | 0.0967 | 1060 | 6.34 | 160 | 0.466 |
| final | 0.156 | 1110 | 6.06 | 164 | 0.487 |
| after detailed placement | 0.0967 | 1060 | 6.33 | 160 | 0.477 |
| after CTS | 0.158 | 1110 | 6.04 | 164 | 0.494 |
| after floorplan | 0.0967 | 990 | 6.79 | 106 | 0.441 |
## where the power goes
group	internal [mW]	switching, mW	total [mW]
clock	0.0312	0.0307	0.0619
sequential	0.0945	0	0.0945
combinational	0	0	0.000000252
## metal layers
metal	wire length (um)	up-vias	part of all wire, %	track usage, %
met4	14	0	0.81	0.434
met2	733	10	42	7.65
met1	883	342	51	6.45
li1	-	387	-	-
met3	97	2	5.6	1.47
met5	0	-	0	0
## cell usage after synthesis, drive strengths merged, types with 3 or more instances
cell,number
nor2,20
dfxtp,20
nand2,5
xor2,8
and3,3
inv,4
nand4,5
or4,5
nor4,5
xnor2,5
nand3,4
nor3,3
## final timing paths
| check | startpoint | to | slack, ns | cells after the start |
|---|---|---|---|---|
| min | current[0]$_SDFF_PN0_ | current[0]$_SDFF_PN0_ | 0.49 | 1 |
| min reg2reg | current[0]$_SDFF_PN0_ | current[0]$_SDFF_PN0_ | 0.49 | 1 |
| max | clk_out$_DFFE_PN_ | clk_out | 6.06 | 1 |
| max reg2reg | current[0]$_SDFF_PN0_ | current[18]$_SDFF_PN1_ | 6.76 | 6 |
No activity file was given, so power comes from the tool's default toggle rates.
