`./config.mk`:
```
export PLATFORM = sky130hd
export DESIGN_NAME = Lab03
export DESIGN_NICKNAME = Lab03
export VERILOG_FILES = /design/flow/design.v
export SDC_FILE = /design/flow/constraint.sdc
export NUM_CORES = 4
export LEC_CHECK = 1
export CORE_AREA = 10 10 91 91
export DIE_AREA = 0 0 101 101
```
`./design.v`:
```
module Bin2Dec(Sw, Seg7);
input [9:0] Sw;
output [31:0] Seg7;
wire [3:0] n0, n1, n2, n3;
assign n3 = Sw/1000;
assign n2 = (Sw%1000)/100;
assign n1 = (Sw%100)/10;
assign n0 = (Sw%10);
Seg7Decode s0(n0, Seg7[7:0]);
Seg7Decode s1(n1, Seg7[15:8]);
Seg7Decode s2(n2, Seg7[23:16]);
Seg7Decode s3(n3, Seg7[31:24]);
endmodule
module Lab03(Sw, Seg7);
input [9:0] Sw;
output [31:0] Seg7;
Bin2Dec b2d_inst(Sw, Seg7);
endmodule
module Seg7Decode(num, seg7Decode);
input [3:0] num;
output reg [7:0] seg7Decode;
always@(num)
begin
    case(num)
		  0 : seg7Decode = 8'b11000000;  
		  1 : seg7Decode = 8'b11111001;  
		  2 : seg7Decode = 8'b10100100;  
		  3 : seg7Decode = 8'b10110000;  
		  4 : seg7Decode = 8'b10011001;  
		  5 : seg7Decode = 8'b10010010;  
		  6 : seg7Decode = 8'b10000010;  
		  7 : seg7Decode = 8'b11011000;  
		  8 : seg7Decode = 8'b10000000;  
		  9 : seg7Decode = 8'b10010000;  
		  default :
		      seg7Decode = 8'b11111111;
	 endcase
end
endmodule
```
`./run.sh`:
```
#!/bin/bash
# OpenROAD 26Q1-2900-gdf79404cd8, Yosys 0.63+post, stock flow scripts
make -C /OpenROAD-flow-scripts/flow DESIGN_CONFIG=/design/flow/config.mk WORK_HOME=/design/flow/orfs finish
```
`./constraint.sdc`:
```
current_design Lab03

set clk_period 9.3
set clk_io_pct 0.2

create_clock -name clk0 -period $clk_period

set non_clock_inputs [all_inputs -no_clocks]
set_input_delay [expr $clk_period * $clk_io_pct] -clock clk0 $non_clock_inputs
set_output_delay [expr $clk_period * $clk_io_pct] -clock clk0 [all_outputs]
```
==> summary.txt <==
Main metrics from the flow reports.

The flow ran to the end, and the final reports show no timing, DRC or antenna violations. The number of placed instances, taps included, is 702. The total number of sequential cells came out at 0.

Entering global routing, the biggest net connects 29 pins. The die is 101 um tall. Registers take 0 um^2. The clock buffer count is 0. The tally of nets with antenna violations remaining after routing is 0. The type of destination of the critical path is an output port. The number of cells produced by synthesis is 528. The flow reports an fmax of 109 MHz. Counting only logic cells after layout, the most numerous master is sky130_fd_sc_hd__buf_4. Per the gpl log, the routability congestion estimate is 1.00. The site row count is 29.

The routed via count divided by cell count came out at 6.36. OpenROAD emitted warnings numbering 44. The critical path data arrival time came out at 7.28 ns.

Dividing the final minimum period by the clock period gives 98.3%. The script parses the final routing iteration and logs DRC violations as 0. The internal power consumption came out at 0.547 mW.

The final standard cell utilization of the core is 80.1%. Detailed placement ended at an HPWL of 8400 um. The switching component of the power is 0.428 mW. In the Yosys report, the sequential cells make up 0% of the chip area.

The area enclosed by the die boundary came out at 10200 um^2. The data required time at the worst endpoint came out at 7.44 ns. The yosys cell count is 528. The switching fraction of total power came out at 43.9%. Before antenna repair, the detailed router went through 5 iterations. The wire length of the first global-routing pass came out at 18200 um. The combinational gate area came out at 3670 um^2. The yosys synthesis warning count is 1.

The total wire length came out at 11200 um. The fraction of final layout cells with drive strength greater than 1 is 32.1%. The DRC violation total after the first TritonRoute iteration came out at 295. Per report_power, the combinational group accounts for 100.0% of the total. For this run, the final setup violation count is recorded as 0. The nature of the critical path startpoint is an input port. The total count of hold-check failures in the final report came out at 0.

The core footprint is 6350 um^2. The number of global-route vias before repair came to 4001. The via count is 4570. The synthesized area per cell came out at 6.93 um^2. The tightest min-delay check is of the in2out type.

The flow measured a signed area growth from synthesis to layout of 39.0%. In this run, the clock network consumes 0% of the power. The routed design ends up with an antenna cell count of 0. The relative max-transition margin came out at 53.7%. The number of antenna violations at the first check in global routing is 0.

The initial core utilization came out at 57.6%. For the final routed database, the setup TNS stands at 0 ns. The worst-margin pin slew came out at 0.687 ns. The horizontal die size is 101 um. The highest fanout seen on the critical path is 6.

The per-cell routed wire length is 15.7 um. The number of I/O pins is 42. The power share of the sequential group is 0%. Across the run, the number of max-cap violations was 0.

The critical path in this run is classified as in2out. The worst path in the final design needs a cycle of 9.14 ns, including I/O delays and setup. Before any placement, the netlist area is recorded as 3660 um^2. The number of filler instances in the final layout came out at 436. The peak ir drop on the vdd network came out at 0.287 mV. The max-slew violation count came out at 0.

The power report puts the leakage power at 2.15 nW. Leaving out fill and tap cells, the most frequent cells in the layout are sky130_fd_sc_hd__buf_4 (109), sky130_fd_sc_hd__nand2_1 (42), sky130_fd_sc_hd__nor2_1 (38). The number of standard cells in the final layout excluding fillers is 718.

Total power normalized to cell area comes to 192 nW/um^2. The total routing resource utilization after global routing is 20.3%. The number of different library cells used by synthesis comes to 97. The total of buffers placed on input and output ports is 35. The total congestion overflow came out at 0.

For this run, the chip area from Yosys synthesis comes to 3660 um^2.
-- metal layers --
metal / vias up / global-route usage (%) / wire [um]
li1: 2259 / - / -
met1: 2134 / 29.5 / 5320
met2: 167 / 33.3 / 5190
met3: 10 / 1.39 / 653
met4: 0 / 1.50 / 82
met5: - / 0 / 0
-- worst max-delay path, cell delays in order --
cell,delay (ns)
sky130_fd_sc_hd__dlygate4sd2_1,0.27
sky130_fd_sc_hd__nor3_4,0.20
sky130_fd_sc_hd__nor2_1,0.06
sky130_fd_sc_hd__ha_1,0.27
sky130_fd_sc_hd__nand2b_4,0.14
sky130_fd_sc_hd__o21a_2,0.23
sky130_fd_sc_hd__nor3_4,0.16
sky130_fd_sc_hd__buf_6,0.16
sky130_fd_sc_hd__mux2_4,0.33
sky130_fd_sc_hd__o21ai_1,0.36
sky130_fd_sc_hd__nand3_1,0.19
sky130_fd_sc_hd__o2111ai_4,0.33
sky130_fd_sc_hd__buf_6,0.14
sky130_fd_sc_hd__nand2_1,0.09
sky130_fd_sc_hd__buf_4,0.18
sky130_fd_sc_hd__o21ai_0,0.19
sky130_fd_sc_hd__nand2_1,0.15
sky130_fd_sc_hd__a31o_2,0.27
sky130_fd_sc_hd__maj3_2,0.31
sky130_fd_sc_hd__a221oi_2,0.27
sky130_fd_sc_hd__ha_2,0.24
sky130_fd_sc_hd__inv_1,0.05
sky130_fd_sc_hd__o32a_1,0.15
sky130_fd_sc_hd__mux2_2,0.26
sky130_fd_sc_hd__clkdlybuf4s50_1,0.41
-- cell usage after synthesis (13+ instances only) --
library cell	count	share of area, %
sky130_fd_sc_hd__o21ai_0	39	5.3
sky130_fd_sc_hd__nor2_1	39	4.0
sky130_fd_sc_hd__nor3_1	15	2.1
sky130_fd_sc_hd__buf_4	14	2.9
sky130_fd_sc_hd__nand3_1	20	2.7
sky130_fd_sc_hd__nand2_1	43	4.4
sky130_fd_sc_hd__ha_1	17	5.8
sky130_fd_sc_hd__mux2i_1	22	6.0
sky130_fd_sc_hd__inv_1	18	1.8
sky130_fd_sc_hd__a21oi_1	28	3.8
sky130_fd_sc_hd__buf_2	14	1.9
sky130_fd_sc_hd__clkbuf_1	13	1.3
-- power groups by stage --
stage	sequential [mW]	clock, mW	combinational, mW
CTS	0	0	0.880
global route	0	0	1.07
finish	0	0	0.975
-- final timing paths --
kind                   from       end  slack (ns)  cells after the start
worst min-delay path  Sw[0]   Seg7[4]        4.95                      4
worst max-delay path  Sw[6]  Seg7[12]        0.16                     25
-- final cells by class --
type	instances	area share, %
inverters	21	1.55
multi-input cells	469	72.1
well taps	77	1.89
repair buffers	151	24.4
-- what timing repair did --
item                       CTS  global route
pin swaps                   11            25
hold buffers                 0             0
gates cloned                 0             0
setup endpoints to repair   14            14
buffers inserted            10             6
gates resized               22            50
-- cells by family after synthesis --
kind of cell	synth area share, %
compound gates	40.3
xor+xnor	5.85
fa+ha+maj	6.91
buf+inv	8.72
mux	8.85
other cells	0.205
simple gates	29.2
-- through the flow --
stage / hold slack, ns / area, um^2 / power [mW] / worst slack [ns]
after floorplan: 3.82 / 3680 / 0.481 / 0.413
after global placement: 4.95 / 4640 / 0.830 / -0.201
after detailed placement: 4.96 / 4640 / 0.840 / -0.234
after CTS: 4.96 / 4790 / 0.880 / 0.00154
after global routing: 5.02 / 5090 / 1.07 / -0.112
final: 4.95 / 5090 / 0.975 / 0.159
Power is estimated from default activity; no workload was simulated.
